`./config.mk`:
```
export PLATFORM = sky130hd
export DESIGN_NAME = function_f
export DESIGN_NICKNAME = function_f
export VERILOG_FILES = /design/flow/design.v
export SDC_FILE = /design/flow/constraint.sdc
export NUM_CORES = 4
export LEC_CHECK = 1
export CORE_UTILIZATION = 50
```
`./constraint.sdc`:
```
current_design function_f

set clk_period 13.6
set clk_io_pct 0.2

create_clock -name clk0 -period $clk_period

set non_clock_inputs [all_inputs -no_clocks]
set_input_delay [expr $clk_period * $clk_io_pct] -clock clk0 $non_clock_inputs
set_output_delay [expr $clk_period * $clk_io_pct] -clock clk0 [all_outputs]
```
`./design.v`:
```
module function_f(
    input   [20:0]   a,
    input   [20:0]   b,
    output           sign_bit,
    output  [20:0]   result
);
wire [20:0] sum;
wire [20:0] a_inv;
wire [20:0] b_inv;
assign a_inv = (~a+1);
assign b_inv = (~b+1);
assign sum = a+b;
assign result = (~(a[20]^b[20]))? (a<b)? ((~a[20])? a: b_inv): ((~a[20])? b: a_inv)
                              : ((a == 0) || (b == 0))? 0
                              : (sum[20])? ((~a[20])? a_inv: b_inv): ((~a[20])? b: a);
assign sign_bit = ((a == 0) || (b == 0))? 0: ((~(a[20]^b[20]))? 0: 1);
endmodule
```
`./run.sh`:
```
#!/bin/bash
# OpenROAD 26Q1-2900-gdf79404cd8, Yosys 0.63+post, stock flow scripts
make -C /OpenROAD-flow-scripts/flow DESIGN_CONFIG=/design/flow/config.mk WORK_HOME=/design/flow/orfs finish
```
==> metrics.log <==
[report] extracting results
[metrics] number of buffers inserted for hold repair after clock tree synthesis: 0
[metrics] yosys stat cell total: between 400 and 500
[metrics] area of all sequential standard cells: 0 um2
[metrics] fraction of layout cells with a size suffix above 1: ~8.6%
[metrics] layout sequential cell count: 0
[metrics] post-DP HPWL: just over 7 mm
[metrics] Initial DRC Count: 227
[metrics] accumulated negative setup slack: 0 ps
[metrics] Hold Violations, Final: 0
[metrics] class of the tightest hold or removal check: in -> out
[metrics] Core Util, Final: 63.0%
[metrics] maximum clock frequency: 98.9 MHz
[metrics] number of placed I/O pins: around 64
[metrics] highest ir drop seen on vdd: between 30 and 40 uV
[metrics] site row count: 28
[metrics] Die Y-Extent: 82.1 um
[metrics] number of instances resized during post-cts repair: 0
[metrics] postcts setup bufs: 0
[metrics] number of search-and-repair iterations in the first detailed-routing pass: 5
[metrics] YS chip area: roughly 3200 um2
[metrics] Synth Cell Area: roughly 3200 um2
[metrics] routed via count divided by cell count: around 6.3
[metrics] DR DRC count: 0
[metrics] Area growth, synth to finish: 19.3%
[metrics] Max Slew Vio Count: 0
[metrics] max-cap viol count: 0
[metrics] Worst setup EP type: output pin
[metrics] top fanout value on the critical path: around 44
[metrics] sequential share of the synthesized area: 0%
[metrics] core outline area: between 6000 and 7000 um2
[metrics] via count of the first global-routing pass: 2942
[metrics] total vias in the final route: around 3400
[metrics] sum of routed wire segments on met1: 4.59 mm
[metrics] clock buffer instance count of the final layout: 0
[metrics] met2 wirelength from detailed routing: about 4.3 mm
[metrics] number of distinct library cell variants in the gate-level netlist after synthesis: approximately 53
[metrics] final worst-path cycle share: roughly three quarters
[metrics] result of the run: finished, final reports clean
[metrics] first-pass GRT wire length: 15.2 mm
[metrics] initial antenna violation count: 0
[metrics] total gr overflow: 0
[metrics] Total Routed Length: between 9 and 10 mm
[metrics] ant diodes: 0
[metrics] Synth warnings: 0
[metrics] critical path data arrival time: around 7400 ps
[metrics] met3 wire length: 749 um
[metrics] critical path start-end classification: in -> out
[metrics] overall die width: a little over 80 um
[metrics] CP Launch Type: input pin
[metrics] maximum number of pins on one net before global-route repair: roughly 45
[metrics] fp_density: a little over half
[metrics] worst slew margin relative to its limit: between 40% and 50%
[metrics] global-route usage over all layers: 30.2%
[metrics] data required time at the worst endpoint: around 11000 ps
[metrics] Total Die Area: 6730 um2
[metrics] Post-Syn Area per Cell: 7.58 um2
[metrics] number of buffers inserted by port buffering: approximately 64
[metrics] weighted congestion reported at the end of routability-driven placement: ~0.94
[metrics] Least-Margin Pin Slew: 817 ps
[metrics] static leakage: between 1.5 and 2 nW
[metrics] uppermost layer routed: met4
[metrics] number of setup violations in the final report: 0
[metrics] RSZ-0062 raised after global routing: false
[metrics] mean routed wirelength per cell: between 15 and 20 um
[metrics] cell count after synthesis: about 420
[metrics] power density over cell area: about 43 nW/um2
[metrics] final critical delay including setup and external delays: approximately 10000 ps
[metrics] Routed Antenna Nets: 0
[metrics] number of OpenROAD warnings: approximately 53
-- final cells by class --
class	count	area [um2]
Inverter	33	124
Multi-Input combinational cell	365	2930
Fill cell	557	2240
Tap cell	75	93.8
Timing Repair Buffer	69	673
-- worst max-delay path, cell delays in order --
cell and delay, ps:
sky130_fd_sc_hd__buf_2 80, sky130_fd_sc_hd__buf_4 440, sky130_fd_sc_hd__inv_1 390, sky130_fd_sc_hd__ha_1 530, sky130_fd_sc_hd__inv_1 420, sky130_fd_sc_hd__nand4_1 310, sky130_fd_sc_hd__a21oi_1 80, sky130_fd_sc_hd__nor3_1 220
sky130_fd_sc_hd__o31a_2 590, sky130_fd_sc_hd__buf_4 330, sky130_fd_sc_hd__mux4_2 500, sky130_fd_sc_hd__and2_0 160, sky130_fd_sc_hd__a211o_1 220, sky130_fd_sc_hd__clkdlybuf4s50_1 390
-- placed cells by master (no fill, tap or decap), types with 2 or more instances in the layout --
| cell | netlist | final |
|---|---|---|
| sky130_fd_sc_hd__a2111oi_0 | 3 | 3 |
| sky130_fd_sc_hd__a211o_1 | 6 | 6 |
| sky130_fd_sc_hd__a211oi_1 | 2 | 2 |
| sky130_fd_sc_hd__a21o_1 | 4 | 4 |
| sky130_fd_sc_hd__a21oi_1 | 20 | 20 |
| sky130_fd_sc_hd__a22o_1 | 2 | 2 |
| sky130_fd_sc_hd__a31oi_1 | 3 | 3 |
| sky130_fd_sc_hd__and2_1 | 2 | 2 |
| sky130_fd_sc_hd__buf_4 | 0 | 5 |
| sky130_fd_sc_hd__clkdlybuf4s50_1 | 0 | 63 |
| sky130_fd_sc_hd__ha_1 | 42 | 42 |
| sky130_fd_sc_hd__inv_1 | 33 | 33 |
| sky130_fd_sc_hd__mux2_2 | 12 | 12 |
| sky130_fd_sc_hd__mux2i_1 | 25 | 25 |
| sky130_fd_sc_hd__mux4_1 | 2 | 2 |
| sky130_fd_sc_hd__mux4_2 | 15 | 15 |
| sky130_fd_sc_hd__nand2_1 | 54 | 54 |
| sky130_fd_sc_hd__nand2b_1 | 2 | 2 |
| sky130_fd_sc_hd__nand3_1 | 8 | 8 |
| sky130_fd_sc_hd__nand4_1 | 11 | 11 |
| sky130_fd_sc_hd__nor2_1 | 24 | 24 |
| sky130_fd_sc_hd__nor2b_1 | 2 | 2 |
| sky130_fd_sc_hd__nor3_1 | 19 | 19 |
| sky130_fd_sc_hd__nor4_1 | 16 | 16 |
| sky130_fd_sc_hd__o211ai_1 | 12 | 12 |
| sky130_fd_sc_hd__o21ai_0 | 9 | 9 |
| sky130_fd_sc_hd__o22ai_1 | 5 | 5 |
| sky130_fd_sc_hd__o31ai_1 | 4 | 4 |
| sky130_fd_sc_hd__or3_1 | 2 | 2 |
| sky130_fd_sc_hd__or4_1 | 2 | 2 |
| sky130_fd_sc_hd__or4_4 | 2 | 2 |
| sky130_fd_sc_hd__xnor2_1 | 32 | 32 |
| sky130_fd_sc_hd__xor2_1 | 5 | 5 |
-- per-stage QoR --
step	total power [mW]	instances	hold WS (ps)	area, um2	worst slack, ps
after floorplan	0.0985	423	5550	3200	5530
after global placement	0.161	542	6540	3820	3500
after detailed placement	0.162	542	6550	3820	3510
after CTS	0.163	542	6550	3820	3510
after global routing	0.179	542	6660	3820	3150
final	0.163	542	6560	3820	3490
-- cells by family after synthesis --
kind of cell / after synthesis / synth area share, %
buffers and inverters: 58 / 8.55
adders and majority gates: 42 / 16.4
muxes: 54 / 24.2
xor gates and xnor gates: 37 / 10.1
AOI/OAI and AO/OA: 82 / 17.8
and+or+nand+nor: 150 / 22.9
-- final timing paths --
| path | startpoint | end | depth (start not counted) |
|---|---|---|---|
| max | a[20] | result[18] | 14 |
| min | a[20] | result[20] | 5 |
-- cell usage after synthesis (5+ instances only) --
cell type,number,share of area (%)
sky130_fd_sc_hd__nand4_1,11,2.1
sky130_fd_sc_hd__buf_2,5,0.78
sky130_fd_sc_hd__xnor2_1,32,8.7
sky130_fd_sc_hd__o21ai_0,9,1.4
sky130_fd_sc_hd__nor3_1,19,3.0
sky130_fd_sc_hd__a211o_1,6,1.6
sky130_fd_sc_hd__nand3_1,8,1.2
sky130_fd_sc_hd__ha_1,42,16
sky130_fd_sc_hd__mux4_2,15,11
sky130_fd_sc_hd__o211ai_1,12,2.8
sky130_fd_sc_hd__o22ai_1,5,0.98
sky130_fd_sc_hd__nand2_1,54,6.3
sky130_fd_sc_hd__mux2_2,12,4.2
sky130_fd_sc_hd__inv_1,33,3.9
sky130_fd_sc_hd__nor2_1,24,2.8
sky130_fd_sc_hd__clkbuf_1,14,1.6
sky130_fd_sc_hd__xor2_1,5,1.4
sky130_fd_sc_hd__nor4_1,16,3.1
sky130_fd_sc_hd__mux2i_1,25,7.8
sky130_fd_sc_hd__a21oi_1,20,3.1
-- per-layer routing --
| metal | vias to the layer above | track usage [%] |
|---|---|---|
| li1 | 1669 | - |
| met1 | 1601 | 46.8 |
| met2 | 141 | 46.1 |
| met3 | 7 | 4.62 |
| met4 | 0 | 2.46 |
| met5 | - | 0 |
-- where the power goes --
| group | leakage (nW) | internal, mW | switching [mW] |
|---|---|---|---|
| registers | 0 | 0 | 0 |
| clock network | 0 | 0 | 0 |
| logic | 1.53 | 0.0842 | 0.0786 |
Power figures rest on the tool's default switching activity, not on a simulated workload.
