## ./design.v

```verilog
module function_g(
    input   [20:0]   a,
    input   [20:0]   b,
    input            u,
    output  [20:0]   result
);
assign result = (u)? (~a+1)+b: a+b;
endmodule
```

## ./run.sh

```bash
#!/bin/bash
# OpenROAD 26Q1-2900-gdf79404cd8, Yosys 0.63+post, stock flow scripts
make -C /OpenROAD-flow-scripts/flow DESIGN_CONFIG=/design/flow/config.mk WORK_HOME=/design/flow/orfs finish
```

## ./config.mk

```make
export PLATFORM = sky130hd
export DESIGN_NAME = function_g
export DESIGN_NICKNAME = function_g
export VERILOG_FILES = /design/flow/design.v
export SDC_FILE = /design/flow/constraint.sdc
export NUM_CORES = 4
export LEC_CHECK = 1
export CORE_AREA = 10 10 103 103
export DIE_AREA = 0 0 113 113
```

## ./constraint.sdc

```tcl
current_design function_g

set clk_period 9.1
set clk_io_pct 0.2

create_clock -name clk0 -period $clk_period

set non_clock_inputs [all_inputs -no_clocks]
set_input_delay [expr $clk_period * $clk_io_pct] -clock clk0 $non_clock_inputs
set_output_delay [expr $clk_period * $clk_io_pct] -clock clk0 [all_outputs]
```

==> notes.md <==
run metrics: min cycle time layout=6.912 ns, per-cell routed wire length=14.47 um, via count=2399, critical path required time=7.28 ns, CP endpoint=result[12], total global-route track usage=10.10%, initial antenna violation count=0, CP max FO=3, area of the core=8299 um^2, Setup Buffers After CTS=0, grt ovf=0, FP Util=26.94%, Net Sw Frac=47.03%, Clock Buffer Count=0, Die H=113 um, most instantiated logic cell after routing=clkdlybuf4s50_1, FMAX=0.1447 GHz, instance tally after logic synthesis=321, Flop Count=0, number of global-route vias before repair=2387, tool warnings=52, status=finished clean, Unique masters post-synth=61, max_cap viols=0, cycle use final=75.95%, largest net degree at the start of global routing=46, CP Launch Type=primary input, global-route wire length before repair=11.33 mm, worst hold margin=4.673 ns, top-area cell type share of the netlist area=22.38%, sw power=0.09342 mW, WL final=6.846 mm, # setup viols final=0, crit-path cells=clkdlybuf4s50_1 -> ha_1 -> fa_1 -> nor2b_1 -> o21ai_0 -> a211oi_2 -> a2111oi_1 -> nor2_1 -> a31oi_1 -> xor2_1 -> clkdlybuf4s50_1, YS chip area=2236 um^2, chip area=12770 um^2, post-route ant nets=0, Final Hold Vio Count=0, worst stage delay on the critical path=0.64 ns, Hold-fix buffers, CTS=0, DR DRC count=0, Leak Pwr=1.218 nW, max-slew violations=0, row count=33, Area Overhead vs Synth=28.93%, Synth area leader=ha_1, cell area after synthesis=2236 um^2, register share after synthesis=0%, most frequent CP cell=clkdlybuf4s50_1, proportion of layout cells with a drive suffix above 1=3.804%, DR iter-0 viols=87, cts repair resizes=0, Reg area=0 um^2, Port Buffers=64, CP startpoint=a[0], worst path arrival time=5.09 ns, actual slew at the worst max-slew pin=0.7090 ns, Top Layout Cells=clkdlybuf4s50_1, inv_1, ha_1, pre-CTS WS=2.271 ns, Fillers=877, CP max stage cell=a2111oi_1, gp weighted congestion=0.8621, Logic pwr share=100.0%, Hold Path Class=in -> out, setup_tns=0 ns, Pre-Repair DR Iteration Count=4, final worst slack=2.188 ns, Int Pwr=0.1052 mW, n_diodes=0, biggest area cells=ha_1, xnor2_1, a21oi_1, Synth Warn #=0, Slew HR=52.62%, Flop pwr share=0%, kind of critical path=in -> out, Buf/Inv on CP=2, pwr dens=68.90 nW/um^2, hpwl dp=5.763 mm, RSZ-0062 raised after global routing=false, Crit path max-delay family=AND-OR/OR-AND gates, CP Depth=11, Clock power frac=0%, DR vias/cell=5.072, cell count in the Yosys report=321, syn avg cell area=6.965 um^2, number of I/O pins=64, Die X=113 um, Worst setup EP type=primary output, Max VDD drop=28.04 uV
==> tightest hold or removal path, cell delays in order <==
cell and delay (ns):
clkdlybuf4s50_1 0.43, inv_1 0.06, ha_1 0.11, inv_1 0.03, clkdlybuf4s50_1 0.40
==> power by group through the flow <==
stage,combinational [mW],clock (mW),sequential (mW)
6_report,0.199,0,0
4_1_cts,0.202,0,0
5_1_grt,0.222,0,0
==> through the flow <==
stage | util, % | total power [mW] | instances | cell area, um^2
after floorplan | - | 0.1133 | 321 | 2236
after global placement | 34.74 | 0.2007 | 473 | 2883
after detailed placement | 34.74 | 0.1999 | 473 | 2883
after CTS | 34.74 | 0.2017 | 473 | 2883
after global routing | 34.74 | 0.2223 | 473 | 2883
final | 34.74 | 0.1986 | 473 | 2883
==> layout make-up <==
type	instances	area, um^2	area share [%]
Timing Repair Buffer	65	648.1	22.48
Multi-Input combinational cell	262	1949	67.62
Inverter	41	153.9	5.339
Tap cell	105	131.4	4.557
==> synthesized netlist by cell type, types with 4 or more instances <==
cell / count
o31ai_1: 10
a21o_1: 4
a31oi_1: 4
buf_2: 4
inv_1: 41
o211ai_1: 9
nand3_1: 5
clkbuf_1: 4
o21ai_0: 19
clkbuf_8: 4
xnor2_1: 18
nand4_1: 9
nand2_1: 21
a21oi_1: 31
ha_1: 40
nor2_1: 26
nor2b_1: 7
nor3_1: 5
==> logic make-up (layout without fill, tap and decap cells) <==
kind of cell | after synthesis | count (layout) | synth area share, %
adders and majority gates | 42 | 42 | 24.17
and+or+nand+nor | 89 | 89 | 20.09
AOI/OAI and AO/OA | 108 | 108 | 33.74
muxes | 3 | 3 | 1.343
xor gates and xnor gates | 20 | 20 | 7.834
buffers and inverters | 59 | 106 | 12.81
==> per-layer routing <==
| metal | routed length, um | vias up | track usage (%) |
|---|---|---|---|
| met5 | 0 | - | 0 |
| met4 | 0 | 0 | 0 |
| met3 | 475 | 0 | 1.816 |
| met2 | 3175 | 63 | 16.71 |
| met1 | 3195 | 1088 | 14.17 |
| li1 | - | 1248 | - |
==> how the worst min path moves through the flow <==
stage,depth (start not counted),start,slack [ns],to
after CTS,5,b[0],4.69,result[0]
after global routing,4,a[20],4.73,result[20]
final,5,b[0],4.67,result[0]
Power figures rest on the tool's default switching activity, not on a simulated workload.
